===== ./constraint.sdc =====
current_design fir_synth

set clk_period 6.8
set clk_io_pct 0.2

create_clock -name clk0 -period $clk_period [get_ports {clk}]

set non_clock_inputs [all_inputs -no_clocks]
set_input_delay [expr $clk_period * $clk_io_pct] -clock clk0 $non_clock_inputs
set_output_delay [expr $clk_period * $clk_io_pct] -clock clk0 [all_outputs]

===== ./config.mk =====
export PLATFORM = sky130hd
export DESIGN_NAME = fir_synth
export DESIGN_NICKNAME = fir_synth
export VERILOG_FILES = /design/flow/design.v
export SDC_FILE = /design/flow/constraint.sdc
export NUM_CORES = 4
export LEC_CHECK = 1
export CORE_UTILIZATION = 50

===== ./design.v =====
`timescale 1ns / 1ps
module fir_synth #(
    parameter integer TAP    = 8,      
    parameter integer N1     = 8,      
    parameter integer N2     = 16,     
    parameter integer N3     = 32,     
    parameter integer SAMPLES = 100    
)(
    input  wire                 clk,
    input  wire                 rst_n,      
    input  wire                 en,         
    input  wire signed [N2-1:0] din,
    output reg  signed [N3-1:0] dout,
    output reg         [31:0]   sample_idx,  
    output reg                  done         
);
    localparam signed [N1-1:0] B0 = 8'b00010000;
    localparam signed [N1-1:0] B1 = 8'b00010000;
    localparam signed [N1-1:0] B2 = 8'b00010000;
    localparam signed [N1-1:0] B3 = 8'b00010000;
    localparam signed [N1-1:0] B4 = 8'b00010000;
    localparam signed [N1-1:0] B5 = 8'b00010000;
    localparam signed [N1-1:0] B6 = 8'b00010000;
    localparam signed [N1-1:0] B7 = 8'b00010000;
    wire signed [N1-1:0] b_vec [0:TAP-1];
    assign b_vec[0] = B0; assign b_vec[1] = B1; assign b_vec[2] = B2; assign b_vec[3] = B3;
    assign b_vec[4] = B4; assign b_vec[5] = B5; assign b_vec[6] = B6; assign b_vec[7] = B7;
    reg signed [N2-1:0] samples [0:TAP-1];
    integer i;
    reg signed [N3-1:0] acc_reg;
    always @(posedge clk or negedge rst_n) begin
        if (!rst_n) begin
            for (i = 0; i < TAP; i = i + 1) begin
                samples[i] <= {N2{1'b0}};
            end
            acc_reg    <= {N3{1'b0}};
            dout       <= {N3{1'b0}};
            sample_idx <= 32'd0;
            done       <= 1'b0;
        end else begin
            if (en) begin
                samples[0] <= din;
                for (i = 1; i < TAP; i = i + 1) begin
                    samples[i] <= samples[i-1];
                end
                acc_reg <=
                    $signed(b_vec[0]) * $signed(samples[0]) +
                    $signed(b_vec[1]) * $signed(samples[1]) +
                    $signed(b_vec[2]) * $signed(samples[2]) +
                    $signed(b_vec[3]) * $signed(samples[3]) +
                    $signed(b_vec[4]) * $signed(samples[4]) +
                    $signed(b_vec[5]) * $signed(samples[5]) +
                    $signed(b_vec[6]) * $signed(samples[6]) +
                    $signed(b_vec[7]) * $signed(samples[7]);
                dout <= acc_reg;
                if (!done) begin
                    if (sample_idx < (SAMPLES - 1))
                        sample_idx <= sample_idx + 1;
                    else
                        sample_idx <= sample_idx;  
                    done <= (sample_idx >= (SAMPLES - 1)) ? 1'b1 : 1'b0;
                end
            end else begin
                acc_reg <= acc_reg;
                dout    <= dout;
                sample_idx <= sample_idx;
                done <= done;
            end
        end
    end
endmodule

===== ./run.sh =====
#!/bin/bash
# OpenROAD 26Q1-2900-gdf79404cd8, Yosys 0.63+post, stock flow scripts
make -C /OpenROAD-flow-scripts/flow DESIGN_CONFIG=/design/flow/config.mk WORK_HOME=/design/flow/orfs finish

==> impl_metrics.ini <==
; implementation run metrics
[sta]
finClkSkew_ns = 0.00660
worst_slew_pin_slew_ns = 0.776
drv_slew = 0
hold_viol = 0
rsz0062_at_grt = no
relSlewSlack = 0.482
fmax_mhz = 219
fin_crit_ns = 4.56
setup_viol = 0
fin_setup_tns_ns = 0
whs_ns = 0.400
period_used_share = 0.670

[worst_setup_path]
slowest_stage = fa_1
crit_required_ns = 7.24
worstSetupPathType = flop to flop
worst_ep_arrival_time_ns = 4.99
crit_chain = inv_1, fa_1, inv_1, fa_1, fa_1, inv_1, fa_1, inv_1, ha_1, inv_1, fa_1, and2b_1, o2111ai_2, nand2_2, a221oi_4, or4_1, nand3_1
start_kind = flop
max_stage_delay_ns = 0.54
path_max_fanout = 4
cp-end-kind = flop

[synth]
avgSynthCellArea_um2 = 10.8
netlist_area_mm2 = 0.0113
ys_seq_frac = 0.460
async_flop_share = 1.00
ys_cells = 1039
synth-main-ff-cell = dfrtp_1
edf_count = 0
numSynthFlops = 207
synth_cells = 1039
ys_chip_area_mm2 = 0.0113
ys_types = 54
synth.yosys.warnings = 2

[cells_and_area]
largest_register_ffs = 128
drive_gt1_frac = 0.123
area_growth_pct = 15.2
largest-register = samples
reg_top3 = samples: 128 flops, sample_idx: 32 flops
layout_top_cells = inv_1 (239), dfrtp_1 (207), nand2_1 (108)
layout_top_cell_excl_fill_tap = inv_1

[floorplanning]
chipWidth_um = 152
core_mm2 = 0.0220
rows = 54
core_util_floorplan = 0.513
die_y_um = 152
num_io_pins = 84
dieArea_mm2 = 0.0231

[global_route]
grt_first_pass_wirelength_um = 33500
first_global_vias = 7045
grt-ovfl-total = 0
grt_max_degree = 110
grt_antenna_before_repair = 0
grt_use_total = 0.187

[clock_network]
cts_resized = 0
cts_sinks = 207
clk_latency_ns = 0.51
clk_pin_slew_ns = 0.06
max-clock-path-buffers = 3
hold_buffers = 0
cts_tree = built
cts_root_buf = clkbuf_16
cts-buffers-inserted = 24
cts_setup_buffers = 0
h-tree-depth = 1

[run_status]
outcome = finished with violations
violations = DRC

[route]
num_vias = 6608
routed_via_density = 4.78
drtIter0Drc = 262
drtAntennaViolNets = 0
drc = 2
drtPass1Iterations = 45
n_antenna_cell = 0
wirelength_um = 17900
avgRoutedWirePerCell_um = 12.9

[job]
maxCapViolations = 0
warnings = 27

[placement]
port_buffers = 79
dpl.hpwl_um = 12500
place_congestion = 0.837

[min_path]
hp-class = flop to flop
stage by stage:
| stage | setup slack [ns] | cells | utilization | area [um^2] |
|---|---|---|---|---|
| after floorplan | 2.50 | 1042 | - | 11300 |
| after global placement | 2.30 | 1340 | 0.554 | 12200 |
| after detailed placement | 2.25 | 1340 | 0.554 | 12200 |
| after CTS | 2.23 | 1383 | 0.590 | 13000 |
| after global routing | 1.98 | 1383 | 0.590 | 13000 |
| final | 2.24 | 1383 | 0.590 | 13000 |
routing by layer:
metal / vias to the layer above / share of wire / global-route usage / wire [um]
met1: 3246 / 0.46 / 0.306 / 8170
met5: - / 0 / 0 / 0
met2: 53 / 0.49 / 0.297 / 8850
li1: 3276 / - / - / -
met4: 0 / 0.024 / 0.0355 / 435
met3: 33 / 0.024 / 0.0201 / 436
worst paths after layout:
kind	cells after the start	slack, ns	start	endpoint
setup / recovery	17	2.24	samples[0][2]	acc_reg[22]
min in group asynchronous	1	0.82	rst_n	samples[3][4]
hold reg to reg	0	0.40	sample_idx[21]	sample_idx[21]
hold / removal	0	0.40	sample_idx[21]	sample_idx[21]
setup reg to reg	17	2.24	samples[0][2]	acc_reg[22]
max in group asynchronous	3	4.37	rst_n	sample_idx[11]
final cells by class:
cell class                 count  area (um^2)
fill                        1852         8990
sequential                   207         5180
multi-input combinational    530         4900
inverter                     239          897
timing repair buffer          84          836
clock buffer                  35          733
tap                          280          350
clock inverter                 8         68.8
worst max-delay path: cells and delay by family, from the launching register on:
family                     cells  cell delay [ns]
DFF                            1             0.34
buffers and inverters          5             0.30
AOI/OAI and AO/OA              2             0.22
adders and majority gates      6             2.63
and+or+nand+nor                4             0.99
cell usage after synthesis (2+ instances only):
master	instances	area share
nor3_1	7	0.0031
a21o_1	8	0.0053
o21ai_0	99	0.044
a21oi_2	2	0.0016
a21oi_1	15	0.0067
nand2_1	108	0.036
fa_1	100	0.18
nor2b_1	3	0.0017
nand3_1	8	0.0036
nor4_1	6	0.0033
buf_4	10	0.0067
inv_1	239	0.080
a211oi_1	2	0.0013
and2b_1	2	0.0013
xnor2_1	11	0.0086
a31oi_1	4	0.0022
mux2_2	74	0.074
dfrtp_1	207	0.46
o31ai_1	2	0.0013
buf_2	5	0.0022
o21ai_1	2	0.00089
o21a_1	3	0.0020
or2_2	2	0.0011
nand4_1	6	0.0033
and3_1	3	0.0017
ha_1	22	0.024
nor2_1	7	0.0023
nor2_2	2	0.0011
xor2_1	5	0.0039
clkbuf_1	51	0.017
cell families after synthesis:
logic type,synth area share
other,0.000333
and+or+nand+nor,0.0661
buffers and inverters,0.106
xor gates and xnor gates,0.0124
AOI/OAI and AO/OA,0.0769
DFF,0.460
adders and majority gates,0.202
muxes,0.0762
